--- flow/design.v ---
`timescale 1ns / 1ps
module maxpool_one_clk
	#(
	parameter			bits				=		16	,
	parameter			bits_shift		=		4	,
	parameter 			pool_size		=		4	,
	parameter			pool_size_2		=		3	,
	parameter			clk_num			=		2	
	)
	(
	input																	clk_in		,
	input																	rst_n			,
	input			[(pool_size<<bits_shift)-1:0]					data_in		,
	input 																start			,
	output		[bits-1:0]											data_out		,
	output		reg													ready		
    );
reg 					[pool_size_2-1:0]					cnt										;
wire	unsigned		[bits-1:0]							data_temp	[0:clk_num-1]			;
reg															flag										;
wire	unsigned		[bits-1:0]							data_in_reg		[0:pool_size-1]	;
genvar i,j ;
generate
	for (i = 0; i < pool_size; i = i + 1)
	begin
		assign	data_in_reg[i]						=				data_in[(i<<bits_shift)+bits-1:(i<<bits_shift)];
	end
	for (j = 0; j < clk_num; j = j + 1)
	begin
		assign	data_temp[j]						=				(data_in_reg[(j<<1)+1]<data_in_reg[j<<1])?data_in_reg[(j<<1)]:data_in_reg[(j<<1)+1];
	end
endgenerate
assign		data_out = (data_temp[0]< data_temp[1])?data_temp[1]:data_temp[0];
always@(posedge clk_in or negedge rst_n)
begin
	if(~rst_n)
	begin
		cnt							<=							0;
		ready							<=							1'b0;
		flag							<=							1'b0;
	end
	else
	begin
		if(start||flag)
		begin
			if(cnt < clk_num-1)
			begin
				ready										<=								1'b1;
				flag										<=								1'b1;
				cnt										<=								cnt	+	1'b1;
			end
			else
			begin
				flag										<=								1'b0;
				cnt										<=								1'b0;
				ready										<=								1'b0;
			end
		end
	end
end
endmodule
--- flow/run.sh ---
#!/bin/bash
# OpenROAD 26Q1-2900-gdf79404cd8, Yosys 0.63+post, stock flow scripts
make -C /OpenROAD-flow-scripts/flow DESIGN_CONFIG=/design/flow/config.mk WORK_HOME=/design/flow/orfs finish
--- flow/config.mk ---
export PLATFORM = sky130hd
export DESIGN_NAME = maxpool_one_clk
export DESIGN_NICKNAME = maxpool_one_clk
export VERILOG_FILES = /design/flow/design.v
export SDC_FILE = /design/flow/constraint.sdc
export NUM_CORES = 4
export LEC_CHECK = 1
export CORE_AREA = 10 10 114 114
export DIE_AREA = 0 0 124 124
--- flow/constraint.sdc ---
current_design maxpool_one_clk

set clk_period 26.4
set clk_io_pct 0.2

create_clock -name clk0 -period $clk_period [get_ports {clk_in}]

set non_clock_inputs [all_inputs -no_clocks]
set_input_delay [expr $clk_period * $clk_io_pct] -clock clk0 $non_clock_inputs
set_output_delay [expr $clk_period * $clk_io_pct] -clock clk0 [all_outputs]
==> GITHUB_STEP_SUMMARY <==
## PnR job results

| Metric | Value |
|---|---|
| Flops & latches, synth | 4 |
| Tmin final | 15.49 ns |
| Fp_density | 20.4% |
| Worst slew pin tran | 0.928 ns |
| Fin. Hold Viols | 0 |
| Max-slew violations | 0 |
| Largest net degree at the start of global routing | 34 |
| Critical Path Source Type | input port |
| # IOs | 84 |
| TritonRoute pass-1 iters | 4 |
| Worst R2R Start | cnt[1] |
| Worst hold path type | flip-flop to flip-flop |
| CP max FO | 33 |
| PortBufs | 83 |
| Max rail drop VDD | 0.0325 mV |
| Layout cell share with drive strength beyond 1 | 5.00% |
| Worst Reg2Reg Path Length in Cells | 2 |
| Worst path top cell family by delay | AND-OR/OR-AND gates |
| Status | finished, final reports clean |
| Cells in synth_stat.txt | 303 |
| Leakage | 1.41 nW |
| Antenna-violating nets left | 0 |
| Worst path cell trace | clkdlybuf4s50_1 > inv_1 > ha_1 > and4_1 > a221o_1 > o21ai_0 > nand2_1 > o21ai_0 > ha_1 > a21o_1 > a21o_1 > a21oi_1 > o21ai_0 > a221oi_2 > buf_4 > o21ai_0 > nor3_1 > clkdlybuf4s50_1 |
| TritonCTS clock tree | built |
| Clock Tree Root | clkbuf_8 |
| Worst skew pair latency | 0.21 ns |
| Seq share, synth | 4.72% |
| Diodes inserted | 0 |
| Clk_skew | 0.00132 ns |
| Worst path bufs/invs | 4 |
| Placed wire-length estimate | 6600 um |
| Number of remaining DRC errors | 0 |
| Slowest cell delay on critical path | 0.54 ns |
| H-tree depth | 1 |
| Fmax | 64.6 MHz |
| Avg WL per Cell | 15.0 um |
| Detail-routed via count per cell | 4.76 |
| Tool warnings | 25 |
| Mean post-synth cell area | 7.00 sq um |
| Crit path top cell by count | o21ai_0 |
| Setup ws final | 10.91 ns |
| CP arrival | 10.21 ns |
| Die area | 0.0154 sq mm |
| Critical path's slowest cell | clkdlybuf4s50_1 |
| WL final | 7740 um |
| Clk sinks | 4 |
| Critical Path Stages | 18 |
| Die Ht | 124 um |
| Die Span X | 124 um |
| Total GRT Usage | 9.64% |
| Dpl ws | 10.86 ns |
| Post-Syn Area | 0.00212 sq mm |
| Yosys warns | 1 |
| Number of cell rows | 37 |
| CP Capture Type | output port |
| Pwr per Cell Area | 38.9 mW/mm^2 |
| Kind of critical path | input port to output port |
| Worst path required time | 21.12 ns |
| Number of synthesized flops with an enable pin | 0 |
| CTS Buffer Depth | 2 |
| Reg clk slew, reported paths | 0.03 ns |
| Grt ovf | 0 |
| Global-route wire length before repair | 12,000 um |
| Setup violators final | 0 |
| Final worst-path cycle share | 58.7% |
| Final non-filler cell total | 516 |
| Yosys top cell by area | ha_1 |
| Worst Hold End | flag |
| Slew headroom | 37.5% |
| # resized after CTS | 0 |
| Reg2reg end | cnt[1] |
| Most used flip-flop cell | dfrtp_1 |
| Max-cap viol count | 0 |
| FILL cells | 1,128 |
| Cells after Synth | 303 |
| Hold Path Origin | cnt[2] |
| Postcts setup bufs | 0 |
| Top cell area share | 27.1% |
| DP Cell Count | 513 |
| Core area | 0.0104 sq mm |
| RSZ-0062 raised after global routing | no |
| Initial antenna violation count | 0 |
| Syn-to-layout area delta | 48.1% |
| Ys async rst share | 100% |
| Via Count | 2,458 |
| TritonCTS Buffers | 3 |
| Hold_buf cts | 0 |
| Biggest area cells | ha_1 27%, o21ai_0 9.2%, mux2i_1 7.5%, a21oi_1 6.6%, inv_1 5.3% |
| Hold Crit Depth | 1 |
| R2r setup slk | 25.19 ns |
| Yosys stat chip area | 0.00212 sq mm |
| Starting DRT DRC Count | 113 |
| Vias in the first global route | 2,553 |
| Routability cong. | 0.872 |
| Yosys cell types | 39 |
| TNS Setup | 0 ns |
==> per-stage QoR <==
step	hold slack [ns]	power, mW	cell area, sq um	utilization (%)
after CTS	0.482	0.124	3140	30.2
final	0.480	0.122	3140	30.2
after global placement	0.473	0.109	3100	29.8
after floorplan	0.446	0.0628	2120	-
after global routing	0.501	0.137	3140	30.2
after detailed placement	0.479	0.110	3100	29.8
==> per-layer routing <==
layer	vias to the layer above	wire [um]	global-route usage [%]
met2	62	3830	17.2
met4	0	133	1.94
li1	1299	-	-
met5	-	0	0
met1	1087	3230	11.4
met3	10	542	2.48
==> layout by cell type, fill, tap and decap left out, types with 2 or more instances in the layout <==
cell	n
nor4_2	3
and4_1	3
nor4_1	15
nand2_1	29
nand3_1	3
dfrtp_1	4
a22o_1	2
a211oi_1	3
clkbuf_8	3
nor3_1	17
o21ai_0	39
nand4_1	2
o21a_1	2
nor2_1	6
o22ai_1	15
buf_4	5
a21oi_1	28
mux2i_1	16
ha_1	46
and2_1	2
a21o_1	8
nand2b_1	2
clkdlybuf4s50_1	83
inv_1	30
==> synth_stat cells, drive strengths merged, types with 3 or more instances <==
cell type	instances
nor2	6
nand3	3
a21oi	28
clkbuf	11
inv	30
ha	46
mux2i	16
nor4	18
dfrtp	4
nor3	17
o22ai	15
o21ai	40
a21o	8
and4	3
buf	3
a211oi	4
nand2	29
==> cell families after synthesis <==
| logic type | Yosys count | synth area share (%) |
|---|---|---|
| adders and majority gates | 46 | 27.1 |
| and+or+nand+nor | 84 | 20.8 |
| buffers and inverters | 44 | 8.37 |
| AOI/OAI and AO/OA | 107 | 30.2 |
| muxes | 18 | 8.78 |
| DFF | 4 | 4.72 |
==> state kept, by name (all words and copies together) (netlist names) <==
signal	count
cnt	3
flag	1
==> cell type report <==
type / count / area, sq um / area share, %
Timing Repair Buffer: 88 / 868 / 27.6
Tap cell: 136 / 170 / 5.41
Multi-Input combinational cell: 255 / 1850 / 58.9
Inverter: 30 / 113 / 3.58
Sequential cell: 4 / 100 / 3.18
Clock buffer: 3 / 41.3 / 1.31
==> power by group <==
part	switching (mW)	total, mW	internal [mW]
clock network	0.00282	0.0125	0.00969
registers	0.00147	0.00993	0.00846
logic	0.0483	0.0997	0.0514
==> worst max-delay path by stage <==
stage	slack, ns	start	endpoint
finish	10.91	data_in[6]	data_out[0]
global route	10.55	data_in[6]	data_out[0]
CTS	10.86	data_in[6]	data_out[0]
Power figures rest on the tool's default switching activity, not on a simulated workload.
